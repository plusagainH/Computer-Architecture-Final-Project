$ cat design/flow/config.mk
export PLATFORM = sky130hd
export DESIGN_NAME = multDiv
export DESIGN_NICKNAME = multDiv
export VERILOG_FILES = /design/flow/design.v
export SDC_FILE = /design/flow/constraint.sdc
export NUM_CORES = 4
export LEC_CHECK = 1
export CORE_UTILIZATION = 50
$ cat design/flow/constraint.sdc
current_design multDiv

set clk_period 18.2
set clk_io_pct 0.2

create_clock -name clk0 -period $clk_period [get_ports {clk}]

set non_clock_inputs [all_inputs -no_clocks]
set_input_delay [expr $clk_period * $clk_io_pct] -clock clk0 $non_clock_inputs
set_output_delay [expr $clk_period * $clk_io_pct] -clock clk0 [all_outputs]
$ cat design/flow/design.v
module multDiv(
    clk,
    rst_n,
    valid,
    ready,
    mode,
    in_A,
    in_B,
    out
);
    input         clk, rst_n;
    input         valid, mode;  
    output        ready;
    input  [31:0] in_A, in_B;
    output [63:0] out;
    parameter IDLE = 2'b00;
    parameter MULT = 2'b01;
    parameter DIV  = 2'b10;
    parameter OUT  = 2'b11;
    reg  [ 1:0] state, state_nxt;
    reg  [ 4:0] counter, counter_nxt;
    reg  [63:0] shreg, shreg_nxt;
    reg  [31:0] alu_in, alu_in_nxt;
    reg  [32:0] alu_out;
    reg ending;
    assign out = shreg;
    assign ready = ending;
    always @(negedge clk) begin
        case(state)
            IDLE: begin
                if (valid) begin
                    ending = 0;
                    if (mode) state_nxt = DIV;
                    else      state_nxt = MULT;
                end
                else state_nxt = IDLE;       
            end
            MULT: begin
                if (counter == 5'b11111) begin
                    state_nxt = OUT;
                    ending = 1;
                end
                else                    state_nxt = MULT;
            end
            DIV : begin
                if (counter == 5'b11111) begin
                    state_nxt = OUT;
                    ending = 1;
                end
                else                    state_nxt = DIV;
            end
            OUT : state_nxt = IDLE;
        endcase
    end
    always @(negedge clk) begin
        if (((state == MULT) || (state == DIV)) && (counter != 5'b11111))  counter_nxt = counter + 5'b00001;
        else begin
            counter_nxt = 0;
        end
    end
    always @(*) begin
        case(state)
            IDLE: begin
                if (valid) alu_in_nxt = in_B;
                else       alu_in_nxt = 0;
            end
            OUT : alu_in_nxt = 0;
            default: alu_in_nxt = alu_in;
        endcase
    end
    always @(negedge clk) begin
        if (state == MULT) begin
            alu_out = alu_in + shreg[63:32];
        end
        if (state == DIV) begin
            if (shreg[63:32] >= alu_in) begin
                alu_out[31:0] = shreg[63:32] - alu_in;
                alu_out[32] = 0;
            end
            else begin
                alu_out[31:0] = alu_in - shreg[63:32];
                alu_out[32] = 1;
            end
        end
    end
    always @(negedge clk) begin
        if ((state == IDLE) && (valid == 1)) begin
            shreg_nxt[63:32] = 32'b00000000000000000000000000000000;
            shreg_nxt[31:0] = in_A;
            if (mode == 1) shreg_nxt = shreg_nxt << 1;
        end
        if (state == MULT) begin
            if (shreg[0] == 1) begin
                shreg_nxt = shreg >> 1;
                shreg_nxt[63:31] = alu_out[32:0];
            end
            else
                shreg_nxt = shreg >> 1;
        end
        if (state == DIV) begin
            if (alu_out[32] == 0) begin
                shreg_nxt[63:32] = alu_out[31:0];
                shreg_nxt = shreg_nxt << 1;
                shreg_nxt[0] = 1;
            end  
            else 
                shreg_nxt = shreg << 1;
            if (counter == 31) begin
                shreg_nxt[62:32] = shreg_nxt[63:33];
                shreg_nxt[63] = 0;
            end
        end
    end
    always @(posedge clk or negedge rst_n) begin
        if (!rst_n) begin
            state <= IDLE;
        end
        else begin
            state <= state_nxt;
            counter <= counter_nxt;
            shreg <= shreg_nxt;
            alu_in <= alu_in_nxt;
        end
    end
endmodule
$ cat design/flow/run.sh
#!/bin/bash
# OpenROAD 26Q1-2900-gdf79404cd8, Yosys 0.63+post, stock flow scripts
make -C /OpenROAD-flow-scripts/flow DESIGN_CONFIG=/design/flow/config.mk WORK_HOME=/design/flow/orfs finish
==> results.ini <==
[synthesis]
ys.flops=208
mapped_cell_area_mm2=0.0146
predominant_post_synthesis_flop_cell=sky130_fd_sc_hd__edfxtp_1
ys.warnings.count=1
most_frequent_cells_after_synthesis=sky130_fd_sc_hd__edfxtp_1, sky130_fd_sc_hd__a21oi_1, sky130_fd_sc_hd__nor2_1
synth-edff-count=167
synth_stat.cells=1602
synth.avg_cell_area_um2=9.13
asyncSetResetFlopFracSynth_pct=0.962
synth.top_cell.area_share_pct=34.3
synthTopCellsByArea=sky130_fd_sc_hd__edfxtp_1, sky130_fd_sc_hd__mux2i_1, sky130_fd_sc_hd__ha_1, sky130_fd_sc_hd__dfxtp_1, sky130_fd_sc_hd__a21oi_1
synth.lib_cells_used.distinct=82
synth_dominant_cell_count=sky130_fd_sc_hd__edfxtp_1
top_area_cell=sky130_fd_sc_hd__edfxtp_1
synth-area-yosys_mm2=0.0146
postSynthSeqShare_pct=40.0
syn_inst=1602

[finish]
areaGrowthSynthToFinish_pct=19.9
layout-drive-gt1-share_pct=5.36

[placed_design]
io_buffer_count=132
detailedPlacementHpwl_um=29300
dpl_worst_slack_ps=3260
gp_congestion=0.980

[routing]
detail_route.antenna_diodes=0
wire_per_inst_um=19.0
drcViolationCount=0
drt_iter0_markers=858
drt_pre_antenna_iters=5
route.final.wire_length_um=41700
via_density_per_instance=5.73
via_count=12566
drt.antenna.violating_nets=0

[setup_path]
rr_startpoint=shreg[49]$_DFFE_PP_
timing.rr.end=alu_out[5]$_DFFE_NP_
timing.critical_path.to=shreg_nxt[32]$_DFFE_NP_
timing.critical_path.from=valid
critical_path_required_ps=9410
r2r_setup_slack_ps=4570
startpoint_type=input port
timing.setup.critical_path_class=input port to register
critical_path.endpoint_type=register
timing.critical_path.fanout_max=65
reg2reg_depth=11
worst-endpoint-arrival_ps=5550

[power_and_ir_drop]
p_per_area_mw_per_mm2=172
power.ir.vdd_worst_v=0.0000968
total_leakage_power_nw=7.48

[clocking]
hold_buffers=0
cts-buffers-inserted=26
clock_path_buffers=3
post_cts_setup_driven_buffer_insertion_count=0
cts_num_sinks=208
cts.reportedPaths.clkPinSlew_ps=30
clk_lat_worst_skew_ps=610
cts_tree=built
cts.root.buffer_cell=sky130_fd_sc_hd__clkbuf_16
cts_htree_levels=1
cts-resized-gates=0

[timing]
setup_viol=0
timing.max_slew.rel_slack_pct=43.0
fin_worst_skew_ps=61.5
setup_repair_after_global_routing_missed_its_margin=false
max_slew_violation_total_from_the_final_report=0
report.final.hold_viol_count=0
fin_ws_ps=3860
hold_slack_ps=636
transition_time_at_the_pin_with_the_least_slew_margin_ps=851
setup-tns-final_ps=0

[global_routing]
grt_max_degree=70
antenna_violations_before_repair=1
grt_first_pass_wirelength_um=66600
grt_remaining_overflow=0
first_global_vias=12012
grt_usage_pct=29.4

[floorplan]
chipHeight_um=173
row_count=62
floorplan.initialDensity_pct=50.9
dieArea_mm2=0.0299
fp.coreArea_mm2=0.0287
ios=133
chip_width_um=173

[flow_run]
timing.max_cap.violations=0
openroad.warnings=198

[hold_path]
worst_hold_path_type=register to register

[status]
run_status=completed

-- critical path, cell delays in order --
cell	delay (ps)
sky130_fd_sc_hd__clkdlybuf4s50_1	510
sky130_fd_sc_hd__nand2_2	110
sky130_fd_sc_hd__buf_4	530
sky130_fd_sc_hd__o21ai_0	180
sky130_fd_sc_hd__o21ai_0	210
sky130_fd_sc_hd__o21ai_0	100
sky130_fd_sc_hd__o21ai_0	170
sky130_fd_sc_hd__a21oi_1	80
-- placed cells by master (no fill, tap or decap), types with 4 or more instances in the layout --
master	n
sky130_fd_sc_hd__nor2_1	136
sky130_fd_sc_hd__buf_4	22
sky130_fd_sc_hd__nand2b_1	38
sky130_fd_sc_hd__xnor2_1	23
sky130_fd_sc_hd__or3_1	12
sky130_fd_sc_hd__nor3_1	23
sky130_fd_sc_hd__nor4_1	6
sky130_fd_sc_hd__o21bai_1	19
sky130_fd_sc_hd__o211ai_1	16
sky130_fd_sc_hd__nor2b_1	13
sky130_fd_sc_hd__inv_1	201
sky130_fd_sc_hd__and2_1	37
sky130_fd_sc_hd__nand3_1	49
sky130_fd_sc_hd__a21boi_0	4
sky130_fd_sc_hd__nand3b_1	5
sky130_fd_sc_hd__mux2i_1	129
sky130_fd_sc_hd__o311ai_0	8
sky130_fd_sc_hd__o21ai_0	116
sky130_fd_sc_hd__dfxtp_1	39
sky130_fd_sc_hd__o2111ai_1	5
sky130_fd_sc_hd__ha_1	99
sky130_fd_sc_hd__a41oi_1	6
sky130_fd_sc_hd__nand2_1	127
sky130_fd_sc_hd__and3_1	5
sky130_fd_sc_hd__a31oi_1	21
sky130_fd_sc_hd__clkinv_1	4
sky130_fd_sc_hd__clkinv_2	5
sky130_fd_sc_hd__clkbuf_16	31
sky130_fd_sc_hd__a211oi_1	12
sky130_fd_sc_hd__o21a_1	9
sky130_fd_sc_hd__nand4_1	16
sky130_fd_sc_hd__or2_2	4
sky130_fd_sc_hd__a21oi_1	152
sky130_fd_sc_hd__a21o_1	25
sky130_fd_sc_hd__clkdlybuf4s50_1	130
sky130_fd_sc_hd__edfxtp_1	167
sky130_fd_sc_hd__o31ai_1	8
sky130_fd_sc_hd__xor2_1	5
-- per-stage QoR --
stage               util (%)  cells  cell area (um2)  total power [mW]
global route            61.1   2193            17500              3.24
global placement        56.4   2041            16200              2.39
floorplan                  -   1602            14600              1.92
CTS                     61.1   2193            17500              3.01
detailed placement      56.4   2041            16200              2.39
finish                  61.1   2193            17500              3.01
-- report_power, final --
part           total (mW)  switching [mW]  internal, mW  leakage (nW)
combinational        1.46           0.899         0.564          4.45
sequential          0.912           0.122         0.790          2.01
clock               0.636           0.277         0.359          1.02
total                3.01            1.30          1.71          7.48
-- routing by layer --
metal	global-route usage, %	vias up	wire length (um)	part of all wire (%)
met5	0	-	8	0.019
li1	-	6151	-	-
met1	46.5	5931	19300	46
met2	44.2	425	18600	45
met4	5.09	2	796	1.9
met3	6.75	57	3060	7.3
-- flip-flops by register name (all words and copies together), names as in the netlist --
name,flops
alu_in,32
alu_out,33
counter,5
counter_nxt,5
ending,1
shreg,64
shreg_nxt,64
state,2
state_nxt,2
-- area by class of cell --
cell class	count	area, um2
clock inverters	122	552
well taps	384	480
inverters	98	368
fillers	2427	11200
flip-flops and latches	208	5850
multi-input cells	1197	8030
clock buffers	31	776
repair buffers	153	1470
-- worst min-delay path by stage --
| stage | depth (start not counted) | end | from |
|---|---|---|---|
| after global routing | 2 | shreg_nxt[60]$_DFFE_NP_ | alu_out[29]$_DFFE_NP_ |
| final | 2 | shreg_nxt[47]$_DFFE_NP_ | alu_out[16]$_DFFE_NP_ |
| after CTS | 2 | shreg_nxt[47]$_DFFE_NP_ | alu_out[16]$_DFFE_NP_ |
-- kinds of logic (layout without fill, tap and decap cells) --
group | Yosys count | in the layout | share of synthesized area [%]
flops | 208 | 208 | 40.0
xor+xnor | 28 | 28 | 1.68
compound gates | 445 | 445 | 18.9
mux | 132 | 132 | 9.06
simple gates | 487 | 487 | 15.9
buf+inv | 197 | 404 | 5.27
fa+ha+maj | 105 | 105 | 9.14
Power is estimated from default activity; no workload was simulated.
