**flow/config.mk**
```make
export PLATFORM = sky130hd
export DESIGN_NAME = CHIP
export DESIGN_NICKNAME = CHIP
export VERILOG_FILES = /design/flow/design.v
export SDC_FILE = /design/flow/constraint.sdc
export NUM_CORES = 4
export LEC_CHECK = 1
export CORE_UTILIZATION = 40
export SYNTH_HDL_FRONTEND = slang
```
**flow/constraint.sdc**
```tcl
current_design CHIP

set clk_period 85.3
set clk_io_pct 0.2

create_clock -name clk0 -period $clk_period [get_ports {clk}]

set non_clock_inputs [all_inputs -no_clocks]
set_input_delay [expr $clk_period * $clk_io_pct] -clock clk0 $non_clock_inputs
set_output_delay [expr $clk_period * $clk_io_pct] -clock clk0 [all_outputs]
```
**flow/design.v**
```verilog
module CHIP(clk,
            rst_n,
            mem_wen_D,
            mem_addr_D,
            mem_wdata_D,
            mem_rdata_D,
            mem_addr_I,
            mem_rdata_I);
    input         clk, rst_n ;
    output        mem_wen_D  ;
    output [31:0] mem_addr_D ;
    output [31:0] mem_wdata_D;
    input  [31:0] mem_rdata_D;
    output [31:0] mem_addr_I ;
    input  [31:0] mem_rdata_I;
    reg    [31:0] PC          ;               
    wire   [31:0] PC_nxt      ;               
    wire          regWrite    ;               
    wire   [ 4:0] rs1, rs2, rd;               
    wire   [31:0] rs1_data    ;               
    wire   [31:0] rs2_data    ;               
    wire   [31:0] rd_data     ;               
    wire          branchWire  ;
    wire          memReadWriteWire;
    wire   [1:0]  memtoRegWire;
    wire   [2:0]  aluOpWire   ;
    wire          jalOpWire   ;
    wire          aluSrcWire  ;
    wire          auipcOp0Wire;
    wire          auipcOp1Wire;
    wire   [2:0]  immGenOpWire;
    wire          jalrOpWire  ;
    wire          regWriteWire;
    wire   [31:0] immGenWire  ;   
    wire          zeroWire    ;   
    wire   [31:0] aluIn1      ;   
    wire   [31:0] aluIn2      ;   
    wire   [31:0] aluOut      ;   
    assign mem_wdata_D = rs2_data;
    assign mem_addr_I = PC ;
    assign mem_addr_D = aluOut;
    assign rs1 = mem_rdata_I[19:15];
    assign rs2 = mem_rdata_I[24:20];
    assign rd = mem_rdata_I[11:7];
    Control_unit control0(
        .opcode(mem_rdata_I[6:0]),
        .funct7(mem_rdata_I[31:25]),
        .funct3(mem_rdata_I[14:12]),
        .Branch(branchWire),
        .MemReadWrite(mem_wen_D),
        .MemtoReg(memtoRegWire),
        .ALUOp(aluOpWire),
        .JALOp(jalOpWire),
        .ALUSrc(aluSrcWire),
        .AUIPCOp0(auipcOp0Wire),
        .AUIPCOp1(auipcOp1Wire),
        .ImmGenOp(immGenOpWire),
        .JALROp(jalrOpWire),
        .RegWrite(regWrite));
    Program_counter counter0(
    	.address(PC),
    	.immGen(immGenWire),
    	.aluResult(aluOut),
    	.address_nxt(PC_nxt),
    	.BranchPC(branchWire),
    	.ZeroPC(zeroWire),
    	.JALOpPC(jalOpWire),
    	.JALROpPC(jalrOpWire));
    Imm_gen imm0(
    	.instruction(mem_rdata_I),
    	.ImmGenOpIG(immGenOpWire),
    	.ImmGenOut(immGenWire));
    Middle_stage middle0(
    	.pc(PC),
    	.rd1(rs1_data),
    	.rd2(rs2_data),
    	.imm(immGenWire),
    	.asrc(aluSrcWire),
    	.auipc0(auipcOp0Wire),
    	.auipc1(auipcOp1Wire),
    	.o1(aluIn1),
    	.o2(aluIn2));
    MemtoReg_mux memtoReg0(
    	.i0(mem_rdata_D),
    	.i1(PC),
    	.i2(aluOut),
    	.memtoReg(memtoRegWire),
    	.writeData(rd_data));
    ALU alu(
        .mode(aluOpWire), 
        .in_A(aluIn1), 
        .in_B(aluIn2), 
        .out(aluOut),
        .zeroALU(zeroWire));
    reg_file reg0(                            
        .clk(clk),                            
        .rst_n(rst_n),                        
        .wen(regWrite),                       
        .a1(rs1),                             
        .a2(rs2),                             
        .aw(rd),                              
        .d(rd_data),                          
        .q1(rs1_data),                        
        .q2(rs2_data));                       
    always @(posedge clk or negedge rst_n) begin
        if (!rst_n) begin
            PC <= 32'h00010000;  
        end
        else begin
            PC <= PC_nxt;
        end
    end
endmodule
module Control_unit(opcode,
                    funct7,
                    funct3,
                    Branch,
                    MemReadWrite,
                    MemtoReg,
                    ALUOp,
                    JALOp,
                    ALUSrc,
                    AUIPCOp0,
                    AUIPCOp1,
                    ImmGenOp,
                    JALROp,
                    RegWrite);
    input [6:0] opcode;
    input [6:0] funct7;
    input [2:0] funct3;
    output reg  Branch;
    output reg  MemReadWrite;
    output reg [1:0] MemtoReg;
    output reg [2:0] ALUOp;
    output reg  JALOp;
    output reg  ALUSrc;
    output reg  AUIPCOp0;
    output reg  AUIPCOp1;
    output reg [2:0] ImmGenOp;
    output reg  JALROp;
    output reg  RegWrite;
    always @(opcode or funct7 or funct3) begin
        if(!opcode[6]&&opcode[5]&&opcode[4]&&!opcode[3]&&!opcode[2]&&opcode[1]&&opcode[0])begin  
            if(funct7[5])begin  
                Branch <= 1'b0;
                MemReadWrite <= 1'b0;
                MemtoReg <= 2'b10;
                ALUOp <= 3'b001;
                JALOp <= 1'b0;
                ALUSrc <= 1'b0;
                AUIPCOp0 <= 1'b0;
                AUIPCOp1 <= 1'b0;
                ImmGenOp <= 3'bz;
                JALROp <= 1'b0;
                RegWrite <= 1'b1;
            end
            else begin  
                if(funct7[0])begin  
                    Branch <= 1'b0;
	                MemReadWrite <= 1'b0;
	                MemtoReg <= 2'b10;
                    ALUOp <= 3'b010;
	                JALOp <= 1'b0;
	                ALUSrc <= 1'b0;
	                AUIPCOp0 <= 1'b0;
	                AUIPCOp1 <= 1'b0;
	                ImmGenOp <= 3'bz;
	                JALROp <= 1'b0;
	                RegWrite <= 1'b1;
                end
                else begin  
                    Branch <= 1'b0;
	                MemReadWrite <= 1'b0;
	                MemtoReg <= 2'b10;
	                ALUOp <= 3'b000;
	                JALOp <= 1'b0;
	                ALUSrc <= 1'b0;
	                AUIPCOp0 <= 1'b0;
	                AUIPCOp1 <= 1'b0;
	                ImmGenOp <= 3'bz;
	                JALROp <= 1'b0;
	                RegWrite <= 1'b1;
                end
            end
        end
        else if(!opcode[6]&&!opcode[5]&&!opcode[4]&&!opcode[3]&&!opcode[2]&&opcode[1]&&opcode[0])begin  
            Branch <= 1'b0;
            MemReadWrite <= 1'b0;
            MemtoReg <= 2'b00;
            ALUOp <= 3'b000;
            JALOp <= 1'b0;
            ALUSrc <= 1'b1;
            AUIPCOp0 <= 1'b0;
            AUIPCOp1 <= 1'b0;
            ImmGenOp <= 3'b000;
            JALROp <= 1'b0;
            RegWrite <= 1'b1;
        end
        else if(!opcode[6]&&opcode[5]&&!opcode[4]&&!opcode[3]&&!opcode[2]&&opcode[1]&&opcode[0])begin  
            Branch <= 1'b0;
            MemReadWrite <= 1'b1;
            MemtoReg <= 2'bz;
            ALUOp <= 3'b000;
            JALOp <= 1'b0;
            ALUSrc <= 1'b1;
            AUIPCOp0 <= 1'b0;
            AUIPCOp1 <= 1'b0;
            ImmGenOp <= 3'b001;
            JALROp <= 1'b0;
            RegWrite <= 1'b0;
        end
        else if(opcode[6]&&opcode[5]&&!opcode[4]&&!opcode[3]&&!opcode[2]&&opcode[1]&&opcode[0])begin  
            if (!funct3[0]) begin   
                Branch <= 1'b1;
                MemReadWrite <= 1'b0;
                MemtoReg <= 2'bz;
                ALUOp <= 3'b001;
                JALOp <= 1'b0;
                ALUSrc <= 1'b0;
                AUIPCOp0 <= 1'b0;
                AUIPCOp1 <= 1'b0;
                ImmGenOp <= 3'b010;
                JALROp <= 1'b0;
                RegWrite <= 1'b0;
            end
            else begin   
                Branch <= 1'b1;
                MemReadWrite <= 1'b0;
                MemtoReg <= 2'bz;
                ALUOp <= 3'b100;
                JALOp <= 1'b0;
                ALUSrc <= 1'b0;
                AUIPCOp0 <= 1'b0;
                AUIPCOp1 <= 1'b0;
                ImmGenOp <= 3'b010;
                JALROp <= 1'b0;
                RegWrite <= 1'b0;
            end
        end
        else if(!opcode[6]&&!opcode[5]&&opcode[4]&&!opcode[3]&&opcode[2]&&opcode[1]&&opcode[0])begin  
            Branch <= 1'b0;
            MemReadWrite <= 1'b0;
            MemtoReg <= 2'b10;
            ALUOp <= 3'b000;
            JALOp <= 1'b0;
            ALUSrc <= 1'b1;
            AUIPCOp0 <= 1'b1;
            AUIPCOp1 <= 1'b1;
            ImmGenOp <= 3'b011;
            JALROp <= 1'b0;
            RegWrite <= 1'b1;
        end
        else if(opcode[6]&&opcode[5]&&!opcode[4]&&opcode[3]&&opcode[2]&&opcode[1]&&opcode[0])begin  
            Branch <= 1'b0;
            MemReadWrite <= 1'b0;
            MemtoReg <= 2'b01;
            ALUOp <= 3'bz;
            JALOp <= 1'b1;
            ALUSrc <= 1'bz;
            AUIPCOp0 <= 1'b0;
            AUIPCOp1 <= 1'b0;
            ImmGenOp <= 3'b100;
            JALROp <= 1'b0;
            RegWrite <= 1'b1;
        end
        else if(opcode[6]&&opcode[5]&&!opcode[4]&&!opcode[3]&&opcode[2]&&opcode[1]&&opcode[0])begin  
            Branch <= 1'b0;
            MemReadWrite <= 1'b0;
            MemtoReg <= 2'bz;
            ALUOp <= 3'b000;
            JALOp <= 1'b0;
            ALUSrc <= 1'b1;
            AUIPCOp0 <= 1'b0;
            AUIPCOp1 <= 1'b0;
            ImmGenOp <= 3'b000;
            JALROp <= 1'b1;
            RegWrite <= 1'b0;
        end
        else begin  
            if (funct3[2]) begin  
                Branch <= 1'b0;
                MemReadWrite <= 1'b0;
                MemtoReg <= 2'b10;
                ALUOp <= 3'b101;
                JALOp <= 1'b0;
                ALUSrc <= 1'b1;
                AUIPCOp0 <= 1'b0;
                AUIPCOp1 <= 1'b0;
                ImmGenOp <= 3'b000;
                JALROp <= 1'b0;
                RegWrite <= 1'b1;
            end
            else if(funct3[1])begin  
                Branch <= 1'b0;
	            MemReadWrite <= 1'b0;
	            MemtoReg <= 2'b10;
	            ALUOp <= 3'b011;
	            JALOp <= 1'b0;
	            ALUSrc <= 1'b1;
	            AUIPCOp0 <= 1'b0;
	            AUIPCOp1 <= 1'b0;
	            ImmGenOp <= 3'b000;
	            JALROp <= 1'b0;
	            RegWrite <= 1'b1;
            end
            else begin  
                Branch <= 1'b0;
	            MemReadWrite <= 1'b0;
	            MemtoReg <= 2'b10;
	            ALUOp <= 3'b000;
	            JALOp <= 1'b0;
	            ALUSrc <= 1'b1;
	            AUIPCOp0 <= 1'b0;
	            AUIPCOp1 <= 1'b0;
	            ImmGenOp <= 3'b000;
	            JALROp <= 1'b0;
	            RegWrite <= 1'b1;
            end
        end
    end
endmodule
module Program_counter(address, immGen, aluResult, address_nxt, BranchPC, ZeroPC, JALOpPC, JALROpPC);
    input [31:0] address;
    input [31:0] immGen;
    input [31:0] aluResult;
    input BranchPC;
    input ZeroPC;
    input JALOpPC;
    input JALROpPC;
    output reg [31:0] address_nxt;
    always @(address or immGen or aluResult or JALROpPC or BranchPC or ZeroPC or JALOpPC) begin
    	if (!JALROpPC) begin
    		if ((BranchPC && ZeroPC) || JALOpPC)begin
	            address_nxt = address + (immGen << 1);
	        end
	        else begin
	            address_nxt = address + 4;
	        end
    	end
    	else begin
    		address_nxt = aluResult;
    	end
    end
endmodule
module Imm_gen(instruction,ImmGenOpIG,ImmGenOut);
    input [31:0] instruction;
    input [2:0] ImmGenOpIG;
    output reg [31:0] ImmGenOut;
    always @(instruction or ImmGenOpIG) begin
        case(ImmGenOpIG)
            3'b000 : begin   
                if(instruction[31]==1'b0)begin
                    ImmGenOut[31:12] <= 20'b0000_0000_0000_0000_0000;
                    ImmGenOut[11:0] <= instruction[31:20];
                end
                else begin
                    ImmGenOut[31:12] <= 20'b1111_1111_1111_1111_1111;
                    ImmGenOut[11:0] <= instruction[31:20];
                end
            end
            3'b001 : begin   
                if(instruction[31]==1'b0)begin
                    ImmGenOut[31:12] <= 20'b0000_0000_0000_0000_0000;
                    ImmGenOut[11:5] <= instruction[31:25];
                    ImmGenOut[4:0] <= instruction[11:7];
                end
                else begin
                    ImmGenOut[31:12] <= 20'b1111_1111_1111_1111_1111;
                    ImmGenOut[11:5] <= instruction[31:25];
                    ImmGenOut[4:0] <= instruction[11:7];
                end
            end
            3'b010 : begin   
                if(instruction[31]==1'b0)begin
                    ImmGenOut[31:12] <= 20'b0000_0000_0000_0000_0000;
                    ImmGenOut[11] <= instruction[31];
                    ImmGenOut[10] <= instruction[7];
                    ImmGenOut[9:4] <= instruction[30:25];
                    ImmGenOut[3:0] <= instruction[11:8];
                end
                else begin
                    ImmGenOut[31:12] <= 20'b1111_1111_1111_1111_1111;
                    ImmGenOut[11] <= instruction[31];
                    ImmGenOut[10] <= instruction[7];
                    ImmGenOut[9:4] <= instruction[30:25];
                    ImmGenOut[3:0] <= instruction[11:8];
                end
            end
            3'b011 : begin   
                if(instruction[31]==1'b0)begin
                    ImmGenOut[31:20] <= 12'b0000_0000_0000;
                    ImmGenOut[19:0] <= instruction[31:12];
                end
                else begin
                    ImmGenOut[31:20] <= 12'b1111_1111_1111;
                    ImmGenOut[19:0] <= instruction[31:12];
                end
            end
            3'b100 : begin   
                if(instruction[31]==1'b0)begin
                    ImmGenOut[31:20] <= 12'b0000_0000_0000;
                    ImmGenOut[19] <= instruction[31];
                    ImmGenOut[18:11] <= instruction[19:12];
                    ImmGenOut[10] <= instruction[20];
                    ImmGenOut[9:0] <= instruction[30:21];
                end
                else begin
                    ImmGenOut[31:20] <= 12'b1111_1111_1111;
                    ImmGenOut[19] <= instruction[31];
                    ImmGenOut[18:11] <= instruction[19:12];
                    ImmGenOut[10] <= instruction[20];
                    ImmGenOut[9:0] <= instruction[30:21];
                end
            end
            default: begin
                ImmGenOut[31:0] <= 32'bz;
            end
        endcase
    end
endmodule
module Middle_stage(pc,rd1,rd2,imm,asrc,auipc0,auipc1,o1,o2);
	input [31:0] pc, rd1, rd2, imm;
	input asrc,auipc0, auipc1;
	output reg [31:0] o1, o2;
	always @(pc or rd1 or rd2 or imm or auipc0 or auipc1) begin
		if (auipc0==1'b1) begin
			o1 = pc;
		end
		else begin
			o1 = rd1;
		end
		if (auipc1==1'b0) begin
			if (asrc==1'b0) begin
				o2 = rd2;
			end
			else begin
				o2 = imm;
			end
		end
		else begin
			o2 = imm << 12;
		end
	end
endmodule
module MemtoReg_mux(i0, i1, i2, memtoReg, writeData);
	input [31:0] i0;
	input [31:0] i1;
	input [31:0] i2;
	input [1:0] memtoReg;
	output reg [31:0] writeData;
	always @(i0 or i1 or i2 or memtoReg) begin
		case (memtoReg)
			2'b00 : writeData <= i0;
			2'b01 : writeData <= i1 + 4;
			2'b10 : writeData <= i2;
			default : writeData <= 31'bz;
		endcase
	end
endmodule
module reg_file(clk, rst_n, wen, a1, a2, aw, d, q1, q2);
    parameter BITS = 32;
    parameter word_depth = 32;
    parameter addr_width = 5;  
    input clk, rst_n, wen;  
    input [BITS-1:0] d;
    input [addr_width-1:0] a1, a2, aw;
    output [BITS-1:0] q1, q2;
    reg [BITS-1:0] mem [0:word_depth-1];
    reg [BITS-1:0] mem_nxt [0:word_depth-1];
    integer i;
    assign q1 = mem[a1];
    assign q2 = mem[a2];
    always @(*) begin
        for (i=0; i<word_depth; i=i+1)
            mem_nxt[i] = (wen && (aw == i)) ? d : mem[i];
    end
    always @(posedge clk or negedge rst_n) begin
        if (!rst_n) begin
            mem[0] <= 0;
            for (i=1; i<word_depth; i=i+1) begin
                case(i)
                    32'd2: mem[i] <= 32'hbffffff0;
                    32'd3: mem[i] <= 32'h10008000;
                    default: mem[i] <= 32'h0;
                endcase
            end
        end
        else begin
            mem[0] <= 0;
            for (i=1; i<word_depth; i=i+1)
                mem[i] <= mem_nxt[i];
        end       
    end
endmodule
module ALU(mode, in_A, in_B, out, zeroALU);
    input  [2:0]  mode;
    input  [31:0] in_A, in_B;
    output [31:0] out;
    output reg zeroALU;
    reg  [63:0] shreg [0:32];
    reg  [32:0] alu_out;
    parameter ADD = 3'b000;
    parameter SUB = 3'b001;
    parameter MULT = 3'b010;
    parameter COMPARE = 3'b011;
    parameter BNE = 3'b100;
    parameter SRLI = 3'b101;
    integer i;
    assign out = shreg[32][31:0]; 
    always @(in_A or in_B or mode) begin
        case(mode)
            ADD:begin
                shreg[32] =  in_A + in_B;
                zeroALU = 1'b0;
            end
            SUB:begin
                shreg[32] =  in_A - in_B;
                if (shreg[32]==64'b0) begin
                    zeroALU = 1'b1;
                end
                else begin
                    zeroALU = 1'b0;
                end
            end
            COMPARE:begin
                shreg[32] =  (in_A<in_B) ? {{63{1'b0}},1'b1} : {64{1'b0}};
                zeroALU = 1'b0;
            end
            MULT:begin
                shreg[0] = in_A;
                for (i=0; i<32; i=i+1) begin
                    if (shreg[i][0]) begin
                        alu_out = shreg[i][63:32] + in_B;
                        shreg[i+1] = {alu_out, shreg[i][31:1]};
                    end
                    else
                        shreg[i+1] = {1'b0, shreg[i][63:1]};
                end
                zeroALU = 1'b0;
            end
            BNE:begin
                shreg[32] =  in_A - in_B;
                if (shreg[32]==64'b0) begin
                    zeroALU = 1'b0;
                end
                else begin
                    zeroALU = 1'b1;
                end
            end
            SRLI:begin
                shreg[32] = in_A >> in_B;
                zeroALU = 1'b0;
            end
            default:begin
            	shreg[32] = {64{1'b0}};
            	zeroALU = 1'b0;
            end
        endcase
    end
endmodule
```
**flow/run.sh**
```bash
#!/bin/bash
# OpenROAD 26Q1-2900-gdf79404cd8, Yosys 0.63+post, stock flow scripts
make -C /OpenROAD-flow-scripts/flow DESIGN_CONFIG=/design/flow/config.mk WORK_HOME=/design/flow/orfs finish
```
==> results.json <==
{
  "status": "completed",
  "drt-vias-per-instance": 6.27,
  "warning_count": 65,
  "finalSetupTns_ns": 0,
  "drt_iter0_drc": 6777,
  "ys_cells": 10200,
  "synth_area_um2": 91300,
  "ys_area_um2": 91300,
  "rsz0062_at_grt": "no",
  "root_buffer": "clkbuf_16",
  "cts_hold_buf": 0,
  "yosysWarnings": 0,
  "period_used_share": 0.935,
  "critPathLaunchType": "primary input",
  "drive_above_1_share": 0.146,
  "ant_nets": 0,
  "wirelength_um": 377000,
  "drv_cap": 0,
  "tightest_slew_ns": 1.34,
  "h-tree-depth": 3,
  "synth_flop_count": 1024,
  "synth_cells": 10200,
  "critPathMaxStageDelay_ns": 0.70,
  "layout.cells.most_common": "nand2_1",
  "core_region_area_um2": 226000,
  "hp-class": "reg2reg",
  "yosysTopAreaCell": "dfrtp_1",
  "endpoint_kind": "output pin",
  "dieWidth_um": 480,
  "synthArstFlopShare": 1.00,
  "initCoreUtil": 0.404,
  "crit_type": "in2out",
  "min_period_ns": 79.74,
  "grt_usage": 0.340,
  "synth_cell_types": 111,
  "edf_count": 0,
  "final_max_slew_viol_count": 0,
  "grt_antenna_before_repair": 10,
  "comb_area_um2": 61500,
  "die_y_um": 480,
  "worst-endpoint-arrival_ns": 62.68,
  "placed_area_um2": 96900,
  "maxSlewHeadroom": 0.110,
  "fillers": 21000,
  "design_area_um2": 100000,
  "layout_top_cells": "nand2_1, o21ai_0, dfrtp_1",
  "yosys-top-cells-area": "dfrtp_1, mux4_2, ha_1",
  "ios": 163,
  "post-route-drc-count": 0,
  "syn_area_per_cell_um2": 8.91,
  "finClkSkew_ns": 0.0408,
  "io_buffers": 162,
  "place_congestion": 1.03,
  "clockBufferDepth": 3,
  "chip_area_um2": 230000,
  "tritoncts": "done",
  "cts_resized": 0,
  "hold_viol": 0,
  "post-cts-setup-buffers": 0,
  "grt_pass1_vias": 82000,
  "clock_sinks": 1024,
  "setup_violations": 0,
  "ys_seq_share": 0.281,
  "row_count": 174,
  "area_delta_synth_final_pct": 9.83,
  "first_pass_iters": 6,
  "numCtsBuffers": 100,
  "grt_pass1_wl_um": 554000,
  "cp_slowest_cell": "a311oi_1",
  "dp_hpwl_um": 273000,
  "clkTransAtPathRegs_ns": 0.05,
  "critPathRequiredTime_ns": 68.24,
  "grt_max_degree": 128,
  "clock_latency_ns": 0.74,
  "num_vias": 83300,
  "worstPathMaxFanout": 76,
  "crit_top_cell": "ha_1",
  "regArea_um2": 25700,
  "ys.flop_type": "dfrtp_1",
  "wl_per_cell_um": 28.4,
  "max_freq_ghz": 0.0125,
  "overflow": 0,
  "netlist.area_leader.share": 0.273
}
-- synth_stat cells, types with 54 or more instances --
cell	number
nand2_1	1400
xnor2_1	302
a211oi_1	76
xor2_1	120
o21ai_0	1176
clkbuf_1	454
a31oi_1	80
o21a_1	126
mux4_2	462
dfrtp_1	994
a21o_1	167
o21bai_1	70
nor2_1	820
buf_2	99
mux4_1	55
inv_1	360
o31ai_1	56
ha_1	558
buf_1	54
a21oi_1	691
or3_1	81
nor3_1	145
and3_1	60
nand2b_1	75
nor2b_1	91
mux2i_1	217
o211ai_1	74
mux2_2	210
nand3_1	141
-- final timing paths --
kind	to	start	cells past startpoint	slack [ns]
min in group asynchronous	reg0.mem[371]	rst_n	1	16.38
max reg2reg	reg0.mem[95]	reg0.mem[642]	193	41.36
max in group asynchronous	reg0.mem[137]	rst_n	5	65.45
min	reg0.mem[39]	reg0.mem[39]	2	0.49
min reg2reg	reg0.mem[39]	reg0.mem[39]	2	0.49
max	mem_addr_D[31]	mem_rdata_I[20]	197	5.56
-- kinds of logic (layout without fill, tap and decap cells) --
group,Yosys count,after routing,synth area share
flops,1024,1024,0.281
mux,971,971,0.184
other cells,0,9,0
xor+xnor,429,429,0.0422
compound gates,3139,3139,0.213
simple gates,3038,3038,0.145
buf+inv,1049,1098,0.0507
fa+ha+maj,590,590,0.0835
-- state kept, by name, summed over array words and instances (netlist names) --
signal      count
reg0.mem      992
mem_addr_I     32
-- per-stage QoR --
stage | utilization | worst slack (ns) | hold slack, ns | instances
floorplan | - | 14.06 | 0.458 | 10200
global placement | 0.429 | 6.28 | 0.472 | 13100
detailed placement | 0.429 | 6.35 | 0.484 | 13100
CTS | 0.444 | 6.11 | 0.494 | 13300
global route | 0.444 | 2.47 | 0.513 | 13300
finish | 0.444 | 5.56 | 0.490 | 13300
-- critical path, delay by kind of cell --
kind                       cells  cell delay, ns
muxes                          9            2.58
and+or+nand+nor               45            7.30
AOI/OAI and AO/OA             69           15.03
xor gates and xnor gates      31            5.64
buffers and inverters         13            4.48
adders and majority gates     30           10.25
-- per-layer routing --
metal	part of all wire	GRT usage	wire [µm]
met3	0.095	0.113	35800
met4	0.078	0.212	29400
met1	0.37	0.412	138000
met2	0.46	0.527	174000
met5	0.00055	0.00435	207
-- cell type report --
class                           count  area share
Timing Repair Buffer              543      0.0455
Antenna cell                        9    0.000225
Tap cell                         2992      0.0373
Clock buffer                      134      0.0277
Inverter                          370      0.0139
Multi-Input combinational cell   8167       0.614
Sequential cell                  1024       0.256
Clock inverter                     51     0.00552
